--- flow/run.sh ---
#!/bin/bash
# OpenROAD 26Q1-2900-gdf79404cd8, Yosys 0.63+post, stock flow scripts
make -C /OpenROAD-flow-scripts/flow DESIGN_CONFIG=/design/flow/config.mk WORK_HOME=/design/flow/orfs finish
--- flow/config.mk ---
export PLATFORM = sky130hd
export DESIGN_NAME = PA
export DESIGN_NICKNAME = PA
export VERILOG_FILES = /design/flow/design.v
export SDC_FILE = /design/flow/constraint.sdc
export NUM_CORES = 4
export LEC_CHECK = 1
export CORE_AREA = 10 10 70 70
export DIE_AREA = 0 0 80 80
--- flow/constraint.sdc ---
current_design PA

set clk_period 2.9
set clk_io_pct 0.2

create_clock -name clk0 -period $clk_period

set non_clock_inputs [all_inputs -no_clocks]
set_input_delay [expr $clk_period * $clk_io_pct] -clock clk0 $non_clock_inputs
set_output_delay [expr $clk_period * $clk_io_pct] -clock clk0 [all_outputs]
--- flow/design.v ---
module FAforPA(a,b,cin,sum,cout);
  input a,b,cin;
  output wire sum,cout;
  wire s1,c1,c2,c3;
  xor(s1,a,b);
  xor(sum,s1,cin);
  and(c1,a,b);
  and(c2,b,cin);
  and(c3,a,cin);
  or(cout,c1,c2,c3);
endmodule
module PA(a,b,cin,sum,cout);
  input [3:0]a,b;
  input cin;
  output wire [3:0]sum;
  output cout;
  FAforPA FA1(a[0],b[0],cin,sum[0],cout1);
  FAforPA FA2(a[1],b[1],cout1,sum[1],cout2);
  FAforPA FA3(a[2],b[2],cout2,sum[2],cout3);
  FAforPA FA4(a[3],b[3],cout3,sum[3],cout);
endmodule
==> results_dict.tcl <==
# flow metrics
set metrics [dict create \
    routed_wl_um 397 \
    grt_usage 0.01090 \
    fin_total_pwr_uw 46.03 \
    syn_inst 18 \
    vias 122 \
    fp-row-count 21 \
    holdCritStartpoint "cin" \
    end_kind "output pin" \
    path_cells "buf_6 > inv_2 > fa_2 > inv_2 > fa_2 > fa_2 > inv_2 > fa_1 > inv_1 > buf_2" \
    fin_area_um2 320.3 \
    grt_start_max_net_pins 2 \
    die.size.y_um 80 \
    routedWlPerCell_um 5.365 \
    ys_types 3 \
    antenna_found_initial 0 \
    n_fill_cell 401 \
    netlist_area_um2 147.6 \
    placed_area_um2 315.3 \
    startpoint_type "input port" \
    hold_depth 5 \
    powerDensity_nw_per_um2 143.7 \
    ys_warn_count 3 \
    ys_top_logic_family "adder cells" \
    grt_pass1_vias 122 \
    simple_gate_share 0 \
    mux_share 0 \
    cp.required_ps 2320 \
    path_delay_family "adder cells" \
    grt_first_pass_wirelength_um 545 \
    ys_cells 18 \
    io_buffers 14 \
    final.clkbuf_count 0 \
    status "finished clean" \
    rsz0062_at_grt "no" \
    tightest_slew_ps 104.6 \
    placed_cells 74 \
    critical_path_class "input port to output pin" \
    diodes 0 \
    register_area_um2 0 \
    drc_errors 0 \
    xor_share 0 \
    area_growth_pct 116.9 \
    grt_overflow_total 0 \
    ys_area_um2 147.6 \
    gp_congestion 0.7577 \
    dp_hpwl_um 374.9 \
    drv_cap 0 \
    first_iter_violations 0 \
    die-area_um2 6400 \
    synth_seq_share 0 \
    holdPathEnd "sum[0]" \
    leakage_uw 0.0001407 \
    final-instance-count-excl-fill 74 \
    slowest_delay_ps 390 \
    clock.fmax_mhz 356.3 \
    drive_above_1_share 0.4286 \
    fp.coreArea_um2 3416 \
    via_per_inst 1.649 \
    cp.arrival_ps 2230 \
    ant_nets 0 \
    hold_class "input port to output pin" \
    aoi_share 0 \
    ys_sh_adder 0.5424 \
    finalClockPeriodUsage 0.9679 \
    syn_avg_cell_area_um2 8.202 \
    finalMaxSlewViolations 0 \
    setup_viol 0 \
    slowest_stage "fa_1" \
    critPathMaxFanout 1 \
    warning_count 32 \
    cp_num_buf_inv 6 \
    die_x_um 80 \
    maxSlewHeadroom 0.9305 \
    setup_tns_ps 0 \
    dr.pass1.iters 1 \
    fp-utilization 0.04322 \
    min_period_ps 2807 \
    io_pins 14 \
    seq_cells 0 \
    hold_viol 0 \
    vdd_drop_max_v 0.00003303 \
]
==> worst max-delay path by stage <==
stage	startpoint	cells after the start	endpoint	slack (ps)
finish	b[0]	10	sum[3]	90
CTS	cin	10	sum[3]	4
global route	a[0]	10	sum[3]	3
==> what timing repair did <==
item,in CTS,in global routing
endpoints found under the setup margin,4,1
hold buffers,0,0
pin swaps,4,4
setup buffers,0,0
gates resized,29,2
==> worst min-delay path, delay by kind of cell <==
| kind | cells | cell delay [ps] |
|---|---|---|
| buf+inv | 4 | 570 |
| fa+ha+maj | 1 | 180 |
==> cells by family after synthesis <==
| logic type | Yosys count |
|---|---|
| buf+inv | 14 |
| fa+ha+maj | 4 |
==> cells in the final DEF, fill, tap and decap left out <==
cell type	instances
clkdlybuf4s50_1	6
inv_1	5
inv_2	4
fa_2	3
buf_6	3
dlygate4sd2_1	3
inv_4	1
fa_1	1
clkdlybuf4s15_1	1
buf_2	1
==> cell usage after synthesis, drive strengths merged <==
master	n	area share
inv	10	0.25
buf	4	0.20
fa	4	0.54
==> metal layers <==
layer	up-vias	GRT usage	routed length, um
li1	60	-	-
met1	48	0.02005	217
met2	14	0.007223	69
met3	0	0.009091	109
met4	0	0	0
met5	-	0	0
==> stage by stage <==
| stage | utilization | worst slack, ps | hold WS (ps) |
|---|---|---|---|
| 6_report | 0.09377 | 93.05 | 1902 |
| 4_1_cts | 0.09121 | 4.294 | 1905 |
| 3_5_place_dp | 0.09231 | -731.9 | 2205 |
| 3_3_place_gp | 0.09231 | -722.1 | 2200 |
| 2_1_floorplan | - | 163.2 | 1377 |
| 5_1_grt | 0.09377 | 2.854 | 1934 |
==> power by group <==
| part | internal, uW | switching, uW |
|---|---|---|
| logic | 30.6 | 15.4 |
| registers | 0 | 0 |
| clock network | 0 | 0 |
==> cell type report <==
| cell class | instances | area [um2] | share of cell area |
|---|---|---|---|
| well taps | 46 | 57.56 | 0.1797 |
| inverters | 10 | 40.04 | 0.1250 |
| repair buffers | 14 | 135.1 | 0.4219 |
| multi-input cells | 4 | 87.58 | 0.2734 |
No activity file was given, so power comes from the tool's default toggle rates.
