$ cat flow/config.mk
export PLATFORM = sky130hd
export DESIGN_NAME = alu
export DESIGN_NICKNAME = alu
export VERILOG_FILES = /design/flow/design.v
export SDC_FILE = /design/flow/constraint.sdc
export NUM_CORES = 4
export LEC_CHECK = 1
export CORE_UTILIZATION = 40
$ cat flow/constraint.sdc
current_design alu

set clk_period 20.7
set clk_io_pct 0.2

create_clock -name clk0 -period $clk_period

set non_clock_inputs [all_inputs -no_clocks]
set_input_delay [expr $clk_period * $clk_io_pct] -clock clk0 $non_clock_inputs
set_output_delay [expr $clk_period * $clk_io_pct] -clock clk0 [all_outputs]
$ cat flow/design.v
module alu(
 input [7:0] A,B,  
 input [3:0] ALU_Sel, 
 output [7:0] ALU_Out,  
 output CarryOut  
);
 reg [7:0] ALU_Result;
 wire [8:0] tmp;
 assign ALU_Out = ALU_Result;  
 assign tmp = {1'b0,A} + {1'b0,B};
 assign CarryOut = tmp[8];  
 always @(*) begin
  case(ALU_Sel)
   4'b0000:  
    ALU_Result = A + B ;
   4'b0001:  
    ALU_Result = A - B ;
   4'b0010:  
    ALU_Result = A * B;
   4'b0011:  
    ALU_Result = A/B;
   4'b0100:  
    ALU_Result = A<<1;
   4'b0101:  
    ALU_Result = A>>1;
   4'b0110:  
    ALU_Result = {A[6:0],A[7]};
   4'b0111:  
    ALU_Result = {A[0],A[7:1]};
   4'b1000:  
    ALU_Result = A & B;
   4'b1001:  
    ALU_Result = A | B;
   4'b1010:  
    ALU_Result = A ^ B;
   4'b1011:  
    ALU_Result = ~(A | B);
   4'b1100:  
    ALU_Result = ~(A & B);
   4'b1101:  
    ALU_Result = ~(A ^ B);
   4'b1110:  
    ALU_Result = (A>B)?8'd1:8'd0 ;
   4'b1111:  
    ALU_Result = (A==B)?8'd1:8'd0 ;
   default: ALU_Result = A + B ;
  endcase
 end
endmodule
$ cat flow/run.sh
#!/bin/bash
# OpenROAD 26Q1-2900-gdf79404cd8, Yosys 0.63+post, stock flow scripts
make -C /OpenROAD-flow-scripts/flow DESIGN_CONFIG=/design/flow/config.mk WORK_HOME=/design/flow/orfs finish
==> out/results.tsv <==
metric	value	unit
flop count	0	
HP Class	in -> out	
GPL Wtd Cong	0.9305	
first-pass GRT wire length	19.89	mm
gr ovfl total	0	
P_leak	0.001978	uW
CP startpoint kind	primary input	
Cell Type Count	69	
Via-to-Cell Ratio	5.792	
Post-Route WL	12.43	mm
fin. max-slew vios	0	
Routed WL per cell	17.43	um
Clock buffer cells	0	
Initial Utilization	41.48	%
highest clock rate	51.33	MHz
CP endpoint kind	output port	
pin count of the biggest net entering global routing	45	
normalized max-slew margin	51.40	%
CP max FO	12	
Syn Area/Cell	7.132	um^2
M1 wire length	5.997	mm
uppermost routed layer	met4	
met3 WL	776	um
register area	0	um^2
synth warn	1	
vias in the first global route	3750	
largest stage delay on the critical path	760	ps
share of layout cells above drive strength 1	4.828	%
core area	9819	um^2
register share after synthesis	0	%
min-delay src	ALU_Sel[0]	
Hold Crit Depth	5	
Mapped Cells	571	
FP Rows	36	
die area	10590	um^2
placed insts	713	
post-route ant nets	0	
crit path max-delay cell type	clkdlybuf4s50_1	
RSZ-0062 raised after global routing	no	
antenna violations before repair	0	
critical path's most frequent cell	ha_1	
Diodes inserted	0	
final hold violation count	0	
1st-iter DRT viols	212	
final period utilization	94.11	%
hold endpoint	ALU_Out[4]	
Finished Cell Area	4479	um^2
max cap viols	0	
post-synth area from yosys stat	4073	um^2
GRT Util Overall	25.04	%
critical path class	in -> out	
status	finished, final reports clean	
Die Y-Extent	102.9	um
hpwl dp	9.796	mm
DR pass1 iterations	5	
Tmin final	19480	ps
port bufs	29	
yosys stat cell total	571	
Tot Pwr	150.5	uW
Layout Cells excl Fill	713	
Worst EP required	16560	ps
final core utilization	45.62	%
Log Warnings	52	
setup TNS	0	ps
filler instances	1039	
endpoints failing setup	0	
# Post-CTS Setup Buffers	0	
Slew @ Worst Pin	728.2	ps
post-synthesis cell area	4073	um^2
Area Growth Syn to Fin	9.985	%
Max IR drop VDD	0.01262	mV
via count	4130	
Post-route DRC	0	
CP arrival	15340	ps
die width	102.9	um
met2 wire length	5.422	mm
I/O pin count	29	
placed cell areas	4479	um^2
Hold-fix buffers, CTS	0	
P per Cell Area	33.59	nW/um^2
[report_power, final]
group	leakage [uW]	switching, uW	total (uW)	internal, uW
registers	0	0	0	0
logic	0.00198	82.1	150	68.4
clock network	0	0	0	0
total	0.00198	82.1	150	68.4
[per-stage QoR]
step                hold WS, ps  worst slack, ps
floorplan                  8499             3036
global placement           9561             1461
detailed placement         9569             1149
CTS                        9563             1119
global route               9648            23.66
finish                     9561             1220
[layout by cell type, fill, tap and decap left out, types with 4 or more instances in the layout]
cell,Yosys,routed
a211oi_1,6,6
a21o_1,11,11
a21oi_1,43,43
a22oi_1,6,6
a32oi_1,4,4
and2_1,5,5
buf_4,0,7
clkdlybuf4s50_1,0,29
fa_1,14,14
ha_1,79,79
inv_1,55,55
mux2_2,7,7
mux2i_1,7,7
nand2_1,33,33
nand2b_1,10,10
nand3_1,9,9
nor2_1,64,64
nor2b_1,7,7
nor3_1,18,18
o211ai_1,5,5
o21a_1,9,9
o21ai_0,35,35
o22ai_1,4,4
or3_1,4,4
xnor2_1,33,33
xor2_1,8,8
[per-layer routing]
metal	vias up	GRT usage (%)
li1	2068	-
met1	1914	39.64
met2	135	38.97
met3	13	0.6892
met4	0	3.900
met5	-	0
[Yosys cell counts (3+ instances only)]
cell type	number	area, um^2
mux2i_1	7	70.07
xnor2_1	33	289.0
nand2b_1	10	62.56
o2111ai_1	3	26.28
mux2_2	7	78.83
and2_1	5	31.28
nand3_1	9	45.04
o211ai_1	5	37.54
a21boi_0	4	30.03
a32oi_1	4	35.03
o32a_1	3	30.03
a221oi_1	3	26.28
a21oi_1	43	215.2
o21a_1	9	67.56
a2bb2oi_1	3	26.28
ha_1	79	988.5
o22ai_1	4	25.02
nand2_1	33	123.9
nor2_1	64	240.2
nor3_1	18	90.09
nor4_1	3	18.77
or3_1	4	25.02
nor2b_1	7	43.79
a211oi_1	6	45.04
o21bai_1	3	22.52
fa_1	14	280.3
a21o_1	11	82.58
buf_1	4	15.01
inv_1	55	206.5
xor2_1	8	70.07
a22oi_1	6	45.04
clkbuf_1	22	82.58
o21ai_0	35	175.2
a31oi_1	3	18.77
[worst max-delay path by stage]
stage,endpoint,start,slack [ps]
CTS,ALU_Out[0],B[0],1120
global route,ALU_Out[0],B[0],20
finish,ALU_Out[0],B[0],1220
[worst max-delay path: cells and delay by family]
kind            cells  cell delay, ps
buf+inv             6            1870
simple gates       10            1620
fa+ha+maj           8            2530
mux                 3            1080
compound gates     21            4070
[cell type report]
type,count,area [um^2],share of cell area [%]
Tap cell,133,166.4,3.715
Inverter,56,210.2,4.693
Timing Repair Buffer,36,342.8,7.654
Multi-Input combinational cell,488,3760,83.94
[cell families (layout without fill, tap and decap cells)]
logic type	Yosys count	count (layout)	synth area share (%)
muxes	15	15	3.933
adders and majority gates	93	93	31.15
xor gates and xnor gates	41	41	8.817
AOI/OAI and AO/OA	173	173	29.28
and+or+nand+nor	166	166	19.14
buffers and inverters	83	92	7.680
[what timing repair did]
action / CTS / global route
gates resized: 0 / 1
setup endpoints to repair: 0 / 1
hold endpoints to repair: 0 / 0
No activity file was given, so power comes from the tool's default toggle rates.
